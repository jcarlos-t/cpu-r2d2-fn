## design/flow/config.mk

```make
export PLATFORM = sky130hd
export DESIGN_NAME = fmul_core
export DESIGN_NICKNAME = fmul_core
export VERILOG_FILES = /design/flow/design.v
export SDC_FILE = /design/flow/constraint.sdc
export NUM_CORES = 4
export LEC_CHECK = 1
export CORE_UTILIZATION = 30
```

## design/flow/constraint.sdc

```tcl
current_design fmul_core

set clk_period 80.9
set clk_io_pct 0.2

create_clock -name clk0 -period $clk_period

set non_clock_inputs [all_inputs -no_clocks]
set_input_delay [expr $clk_period * $clk_io_pct] -clock clk0 $non_clock_inputs
set_output_delay [expr $clk_period * $clk_io_pct] -clock clk0 [all_outputs]
```

## design/flow/design.v

```verilog
module fmul_core(a,b,round_mode,y,flags);
  parameter NEXP=8;
  parameter NSIG=23;
  input wire round_mode;  
  input wire [NEXP+NSIG:0] a,b;
  output reg [NEXP+NSIG:0] y;  
  output reg [4:0] flags;  
  localparam integer NORMAL=0, SUBNORMAL=1, ZERO=2, INFINITY=3, QNAN=4, SNAN=5;
  localparam integer W=1+NEXP+NSIG;  
  localparam integer M=NSIG+1;  
  wire signed [NEXP+1:0] aExp,bExp;
  wire [NSIG:0] aSig,bSig;
  wire [5:0] aTFlags,bTFlags;
  unpacker #(NEXP,NSIG) uA(a,aExp,aSig,aTFlags);
  unpacker #(NEXP,NSIG) uB(b,bExp,bSig,bTFlags);
  wire [2*M-1:0] rawSignificand=aSig*bSig;
  wire top1=rawSignificand[2*M-1];
  wire [2*M-1:0] mant_pre=top1?(rawSignificand>>1):rawSignificand;
  localparam integer HI=2*M-2;
  localparam integer LO=(2*M-2)-(M-1);
  wire [M-1:0] mant_trunc=mant_pre[HI:LO];
  wire G=(LO-1>=0)?mant_pre[LO-1]:1'b0;
  wire R=(LO-2>=0)?mant_pre[LO-2]:1'b0;
  wire S=(LO-3>=0)?(|mant_pre[LO-3:0]):1'b0;
  wire signed [NEXP+2:0] E_unb_pre=$signed(aExp)+$signed(bExp)+(top1?1:0);
  wire yS=a[W-1]^b[W-1];
  wire [W-1:0] y_pack;
  wire [2:0] oiu_pack;  
  packer #(.NEXP(NEXP),.NSIG(NSIG)) u_pack(.yS(yS),.E_unb(E_unb_pre),.mant_trunc(mant_trunc),.G(G),.Rb(R),.S(S),.round_mode(round_mode),.y(y_pack),.flags_oiu(oiu_pack));
  wire [W-1:0] qnan_canon={1'b0,{NEXP{1'b1}},{1'b1,{(NSIG-1){1'b0}}}};
  always @* begin
    y={W{1'b0}};
    flags=5'b0;
    if(aTFlags[SNAN]|bTFlags[SNAN]) begin
      y=qnan_canon; 
      flags[4]=1'b1;  
    end else if(aTFlags[QNAN]|bTFlags[QNAN]) begin
      y=qnan_canon;
    end else if(aTFlags[INFINITY]|bTFlags[INFINITY]) begin
      if(aTFlags[ZERO]|bTFlags[ZERO]) begin
        y=qnan_canon; 
        flags[4]=1'b1;  
      end else y={yS,{NEXP{1'b1}},{NSIG{1'b0}}};
    end else if(aTFlags[ZERO]|bTFlags[ZERO]) begin
      y={yS,{NEXP{1'b0}},{NSIG{1'b0}}};
    end else begin
      y=y_pack;
      flags[2]=oiu_pack[2];  
      flags[1]=oiu_pack[1];  
      flags[0]=oiu_pack[0];  
    end
    flags[3]=1'b0;  
  end
endmodule
module packer(yS,E_unb,mant_trunc,G,Rb,S,round_mode,y,flags_oiu);
  parameter NEXP=8;
  parameter NSIG=23;
  input wire yS;  
  input wire signed [NEXP+2:0] E_unb;  
  input wire [NSIG:0] mant_trunc;  
  input wire G;  
  input wire Rb;  
  input wire S;  
  input wire round_mode;  
  output reg [NEXP+NSIG:0] y;  
  output reg [2:0] flags_oiu;  
  localparam integer W = 1 + NEXP + NSIG;  
  localparam integer M = NSIG + 1;  
  localparam integer BIAS = (1 << (NEXP - 1)) - 1;
  wire lsb = mant_trunc[0];
  wire inc_nearest_even = G & (Rb | S | lsb);  
  wire inc = round_mode ? inc_nearest_even : 1'b0;
  wire [M:0] mant_round_ext = {1'b0, mant_trunc} + inc;  
  wire mant_carry = mant_round_ext[M];
  wire [M-1:0] mant_round = mant_carry ? mant_round_ext[M:1] : mant_round_ext[M-1:0];  
  reg signed [NEXP+2:0] Ebias_ext;
  reg [NEXP-1:0] Ebias;
  integer sh, i;
  reg [M:0] sr_in, sr_out;  
  reg guard_sub, round_sub, sticky_sub;  
  reg lsb_sub, inc_sub;
  reg [NSIG:0] sub_frac_ext;  
  always @* begin
    y = {W{1'b0}};
    flags_oiu = 3'b000;
    Ebias_ext = E_unb + (mant_carry ? 1 : 0);
    Ebias_ext = Ebias_ext + $signed(BIAS);
    if (Ebias_ext >= $signed({1'b0, {NEXP{1'b1}}})) begin
      y = {yS, {NEXP{1'b1}}, {NSIG{1'b0}}};
      flags_oiu = 3'b101;  
    end
    else if (Ebias_ext <= 0) begin
      sh = 1 - Ebias_ext;
      if (sh < 0) sh = 0;
      if (sh > M + 1) sh = M + 1;  
      sr_in = {1'b0, mant_round};  
      sr_out = sr_in >> sh;
      guard_sub = (sh > 0) ? sr_in[sh - 1] : 1'b0;
      round_sub = (sh > 1) ? sr_in[sh - 2] : 1'b0;
      sticky_sub = 1'b0;
      for (i = 0; i <= M; i = i + 1) begin
        if (i < (sh > 2 ? (sh - 2) : 0)) sticky_sub = sticky_sub | sr_in[i];
      end
      lsb_sub = sr_out[NSIG - 1];
      inc_sub = round_mode ? (guard_sub & (round_sub | sticky_sub | lsb_sub)) : 1'b0;
      sub_frac_ext = {1'b0, sr_out[NSIG - 1:0]} + inc_sub;
      flags_oiu[0] = (G | Rb | S) | inc | guard_sub | round_sub | sticky_sub;
      if (sub_frac_ext[NSIG]) begin
        y = {yS, {{(NEXP - 1){1'b0}}, 1'b1}, {NSIG{1'b0}}};
        flags_oiu[1] = 1'b0;  
      end else begin
        y = {yS, {NEXP{1'b0}}, sub_frac_ext[NSIG - 1:0]};
        if (|sub_frac_ext[NSIG - 1:0])
          flags_oiu[1] = flags_oiu[0];
        else
          flags_oiu[1] = 1'b0;
      end
    end
    else begin
      Ebias = Ebias_ext[NEXP - 1:0];
      y = {yS, Ebias, mant_round[M - 2:0]};
      flags_oiu[0] = (G | Rb | S) | inc;
      flags_oiu[1] = 1'b0;  
    end
  end
endmodule
module unpacker(f,fExp,fSig,fFlags);
  parameter NEXP=5;
  parameter NSIG=10;
  input [NEXP+NSIG:0] f;  
  output reg signed [NEXP+1:0] fExp;  
  output reg [NSIG:0] fSig;  
  output [5:0] fFlags;  
  localparam integer NORMAL=0, SUBNORMAL=1, ZERO=2, INFINITY=3, QNAN=4, SNAN=5;
  localparam integer BIAS=(1<<(NEXP-1))-1;
  localparam integer EMAX=BIAS;
  localparam integer EMIN=1-EMAX;
  wire [NEXP-1:0] e=f[NEXP+NSIG-1:NSIG];
  wire [NSIG-1:0] m=f[NSIG-1:0];
  assign fFlags[SNAN]=(&e)&(|m)&~m[NSIG-1];
  assign fFlags[QNAN]=(&e)&(|m)&m[NSIG-1];
  assign fFlags[INFINITY]=(&e)&~(|m);
  assign fFlags[ZERO]=~(|e)&~(|m);
  assign fFlags[SUBNORMAL]=~(|e)&(|m);
  assign fFlags[NORMAL]=(~&e)&(|e);  
  always @* begin
    if(fFlags[NORMAL]) begin
      fExp=$signed({1'b0,e})-$signed(BIAS);
      fSig={1'b1,m};
    end else if(fFlags[SUBNORMAL]) begin
      fExp=EMIN;
      fSig={1'b0,m};
    end else begin
      fExp='b0;
      fSig={1'b0,m};
    end
  end
endmodule
```

## design/flow/run.sh

```bash
#!/bin/bash
# OpenROAD 26Q1-2900-gdf79404cd8, Yosys 0.63+post, stock flow scripts
make -C /OpenROAD-flow-scripts/flow DESIGN_CONFIG=/design/flow/config.mk WORK_HOME=/design/flow/orfs finish
```

==> flow_summary_export.csv <==
group,metric,value,unit
timing,worst_slew_pin_slew,0.922,ns
finish,ff_count,0,
setup_path,cp_common_cell,"fa_1",
setup_path,critical_path.endpoint_type,"output port",
timing,slew_headroom,38.0,%
finish,clock_buffers,0,
timing,finalSetupTns,0,ns
finish,lay_top_cells,"inv_1, nand2_1, fa_1, and2_1, ha_1",
timing,report.final.setup_viol,0,
route,vias,24000,
finish,design_area,0.0287,mm^2
finish,drive_gt1_share,4.46,%
synthesis,yosysChipArea,0.0265,mm^2
setup_path,worst_path_max_delay_cell,"nor4_1",
place,hpwl,67.0,mm
synthesis,ys_seq_share,0,%
route,ant_nets,0,
place,preCtsSetupSlack,28.10,ns
global_routing,grt_use_total,20.4,%
synthesis,syn_inst,3411,
floorplan,chipWidth,299,um
synthesis,yosys_warnings,3,
place,gp_congestion,1.00,
synthesis,syn_area_per_cell,7.77,um^2
synthesis,synthTopCellsByArea,"fa_1, ha_1, inv_1",
floorplan,num_rows,108,
cts,hold_buffers,0,
setup_path,required,64.72,ns
setup_path,cp.arrival,36.93,ns
global_routing,grt_max_degree,51,
setup_path,startpoint_type,"input port",
floorplan,fp_util,30.4,%
setup_path,worstPathMaxFanout,50,
floorplan,chipArea,0.0895,mm^2
route,diodes,0,
route,detail_route.wl_per_cell,18.9,um
synthesis,ys_cells,3411,
synthesis,post-synth-top-area-cell,"fa_1",
global_routing,grt_pass1_vias,24700,
global_routing,grt_pass1_wl,140,mm
route,wl,86.0,mm
finish,syn_to_final_growth,8.40,%
timing,min_period,53.11,ns
cts,cts_setup_buffers,0,
global_routing,grt.overflow.total,0,
place,io_buffer_count,101,
outcome,status,"finished clean",
flow_run,max_cap_violations,0,
route,dr.first_iter.drc_count,1484,
setup_path,critPathKind,"in2out",
floorplan,die_y,299,um
timing,hold_viol_final,0,
route,drc,0,
cts,cts_resized,0,
flow_run,warning_count,38,
synthesis,synth_area,0.0265,mm^2
timing,max_freq,18.8,MHz
route,first_pass_iters,5,
finish,seq_area,0,um^2
synthesis,ys_types,104,
place,post_dp_cell_area,0.0287,mm^2
hold_path,hold_path_class,"in2out",
synthesis,top_cell_area_share,36.6,%
setup_path,cpPeakStageDelay,0.64,ns
route,vias_per_cell,5.28,
timing,finalCritPeriodShare,65.6,%
finish,lay_top_count,"inv_1",
floorplan,core,0.0872,mm^2
timing,timing.final.ws_setup,27.79,ns
floorplan,num_io_pins,102,
timing,grt_setup_unrepaired,"no",
global_routing,antenna_found_initial,0,
timing,drv_slew,0,
==> final cells by class <==
| cell class | count | area (um^2) |
|---|---|---|
| timing repair buffer | 178 | 1590 |
| multi-input combinational | 2662 | 23600 |
| tap | 1155 | 1450 |
| inverter | 546 | 2050 |
| fill | 9180 | 58400 |
==> through the flow <==
stage | hold slack, ns | utilization, % | instances
after global routing | 33.37 | 33.0 | 4541
after detailed placement | 33.36 | 33.0 | 4541
after floorplan | 32.43 | - | 3411
after global placement | 33.35 | 33.0 | 4541
final | 33.34 | 33.0 | 4541
after CTS | 33.35 | 33.0 | 4541
==> worst max-delay path: cells and delay by family <==
family	cells	cell delay, ns
adder cells (fa/ha/maj)	18	7.06
XOR/XNOR	1	0.18
AND-OR/OR-AND	16	3.41
buffers and inverters	13	3.24
AND/OR/NAND/NOR	21	6.79
==> cells in the mapped netlist, drive strengths merged, types with 8 or more instances <==
library cell	number
inv	546
nand2	539
fa	484
and2	228
ha	207
nor2	182
clkbuf	165
a21oi	128
o21ai	112
nand3	68
nor3	67
xnor2	56
nor4	39
buf	38
nand4	34
a21o	33
xor2	32
o211ai	31
a211oi	29
a31oi	28
mux2i	27
and3	24
or2	20
or4	19
o22ai	16
a211o	15
a21boi	13
nand2b	13
a22oi	12
o211a	12
o21a	12
nor2b	10
or3	10
a221oi	9
o311ai	9
o2111ai	8
==> path summary, 6_finish.rpt <==
| kind | cells past startpoint | start | slack, ns | to |
|---|---|---|---|---|
| min | 4 | a[31] | 33.34 | y[31] |
| max | 69 | b[23] | 27.79 | flags[1] |
==> routing by layer <==
layer  track usage, %  vias up  part of all wire [%]
met4             4.80        2                   2.9
met5            0.370        -                 0.048
li1                 -    11100                     -
met3             7.12      176                    10
met1             28.2    11700                    42
met2             31.3     1061                    45
==> cell families (layout without fill, tap and decap cells) <==
kind of cell,Yosys count,after routing,synth area share (%)
mux,31,31,1.23
xor+xnor,88,88,2.91
other cells,2,2,0.0283
compound gates,572,572,15.1
fa+ha+maj,693,693,46.4
simple gates,1276,1276,23.4
buf+inv,749,724,10.9
