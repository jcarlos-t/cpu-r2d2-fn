File: flow/design.v
module fadd_core(a, b, round_mode, y, flags);
  parameter NEXP = 8;
  parameter NSIG = 23;
  input wire round_mode;  
  input wire [NEXP+NSIG:0] a, b;
  output reg [NEXP+NSIG:0] y;  
  output reg [4:0] flags;  
  localparam integer NORMAL = 0, SUBNORMAL = 1, ZERO = 2, INFINITY = 3, QNAN = 4, SNAN = 5;
  localparam integer W = 1 + NEXP + NSIG;  
  localparam integer M = NSIG + 1;  
  localparam integer TAIL = 4;  
  localparam integer ALIGNW = M + TAIL + 1;  
  wire signed [NEXP+1:0] aExp, bExp;  
  wire [NSIG:0] aSig, bSig;  
  wire [5:0] aTFlags, bTFlags;
  unpacker #(NEXP, NSIG) uA(a, aExp, aSig, aTFlags);
  unpacker #(NEXP, NSIG) uB(b, bExp, bSig, bTFlags);
  wire a_ge_b_mag = (aExp > bExp) || ((aExp == bExp) && (aSig >= bSig));  
  wire [NSIG:0] sig_big = a_ge_b_mag ? aSig : bSig; 
  wire [NSIG:0] sig_small = a_ge_b_mag ? bSig : aSig;
  wire signed [NEXP+1:0] exp_big = a_ge_b_mag ? aExp : bExp;
  wire signed [NEXP+1:0] exp_small = a_ge_b_mag ? bExp : aExp;
  wire s_big = a_ge_b_mag ? a[W-1] : b[W-1];
  wire same_sign = (a[W-1] == b[W-1]);  
  reg [ALIGNW-1:0] big_ext, small_ext, small_shifted, res_ext, mant_pre;
  reg signed [NEXP+2:0] yExp;  
  localparam integer HI = M + 3;
  localparam integer LO = HI - (M - 1);
  wire [M-1:0] mant_trunc = mant_pre[HI:LO];
  wire G = mant_pre[LO-1];
  wire Rb = mant_pre[LO-2];
  wire S = |mant_pre[LO-3:0];
  reg do_pack;  
  reg s_for_pack;
  reg signed [NEXP+2:0] E_unb_for_pack;
  wire [W-1:0] y_pack;
  wire [2:0] oiu_pack;  
  packer #(.NEXP(NEXP), .NSIG(NSIG)) u_pack(
    .yS(s_for_pack),
    .E_unb(E_unb_for_pack),
    .mant_trunc(mant_trunc),
    .G(G),
    .Rb(Rb),
    .S(S),
    .round_mode(round_mode),
    .y(y_pack),
    .flags_oiu(oiu_pack)
  );
  function integer msb_pos;
    input [ALIGNW-1:0] v;
    integer k2;
    begin
      msb_pos = -1;
      for (k2 = ALIGNW-1; k2 >= 0; k2 = k2 - 1)
        if (msb_pos == -1 && v[k2]) msb_pos = k2;
    end
  endfunction
  integer dE;
  integer i;
  integer msb;
  integer shl;
  reg sticky_shift;
  wire [W-1:0] qnan_canon = {1'b0, {NEXP{1'b1}}, {1'b1, {(NSIG-1){1'b0}}}};
  always @* begin
    y = {W{1'b0}};
    flags = 5'b0;
    do_pack = 1'b0;
    s_for_pack = s_big;
    E_unb_for_pack = 0;
    if (aTFlags[SNAN] | bTFlags[SNAN]) begin
      y = qnan_canon; flags[4] = 1'b1;  
    end else if (aTFlags[QNAN] | bTFlags[QNAN]) begin
      y = qnan_canon;
    end else if ((aTFlags[INFINITY] & bTFlags[INFINITY]) && (a[W-1] ^ b[W-1])) begin
      y = qnan_canon; flags[4] = 1'b1;  
    end else if (aTFlags[INFINITY]) begin
      y = {a[W-1], {NEXP{1'b1}}, {NSIG{1'b0}}};
    end else if (bTFlags[INFINITY]) begin
      y = {b[W-1], {NEXP{1'b1}}, {NSIG{1'b0}}};
    end else if (aTFlags[ZERO] & bTFlags[ZERO]) begin
      y = {(a[W-1] & b[W-1]), {NEXP{1'b0}}, {NSIG{1'b0}}};
    end else begin
      big_ext = {1'b0, sig_big, {TAIL{1'b0}}};
      small_ext = {1'b0, sig_small, {TAIL{1'b0}}};
      dE = $signed(exp_big - exp_small);
      if (dE < 0) dE = 0;
      if (dE > (ALIGNW - 1)) dE = (ALIGNW - 1);
      if (dE == 0) begin
        small_shifted = small_ext;
      end else begin
        small_shifted = small_ext >> dE;
        sticky_shift = 1'b0;
        for (i = 0; i < ALIGNW; i = i + 1)
          if (i < dE) sticky_shift = sticky_shift | small_ext[i];
        small_shifted[0] = small_shifted[0] | sticky_shift;
      end
      if (same_sign) begin
        res_ext = big_ext + small_shifted;
        if (res_ext[ALIGNW-1]) begin
          mant_pre = res_ext >> 1;
          yExp = $signed(exp_big) + 1;
        end else begin
          mant_pre = res_ext;
          yExp = $signed(exp_big);
        end
        s_for_pack = s_big;
        E_unb_for_pack = yExp;
        do_pack = 1'b1;
      end else begin
        res_ext = big_ext - small_shifted;
        if (res_ext == {ALIGNW{1'b0}}) begin
          y = {1'b0, {NEXP{1'b0}}, {NSIG{1'b0}}};  
          flags = 5'b0;  
        end else begin
          msb = msb_pos(res_ext);
          shl = (M + 3) - msb;
          if (shl < 0) shl = 0;
          if (shl > (M + 3)) shl = (M + 3);
          mant_pre = res_ext << shl;
          yExp = $signed(exp_big) - shl;
          s_for_pack = s_big;
          E_unb_for_pack = yExp;
          do_pack = 1'b1;
        end
      end
    end
    if (do_pack) begin
      y = y_pack;
      flags[2] = oiu_pack[2];  
      flags[1] = oiu_pack[1];  
      flags[0] = oiu_pack[0];  
    end
    flags[3] = 1'b0;  
  end
endmodule
module packer(yS,E_unb,mant_trunc,G,Rb,S,round_mode,y,flags_oiu);
  parameter NEXP=8;
  parameter NSIG=23;
  input wire yS;  
  input wire signed [NEXP+2:0] E_unb;  
  input wire [NSIG:0] mant_trunc;  
  input wire G;  
  input wire Rb;  
  input wire S;  
  input wire round_mode;  
  output reg [NEXP+NSIG:0] y;  
  output reg [2:0] flags_oiu;  
  localparam integer W = 1 + NEXP + NSIG;  
  localparam integer M = NSIG + 1;  
  localparam integer BIAS = (1 << (NEXP - 1)) - 1;
  wire lsb = mant_trunc[0];
  wire inc_nearest_even = G & (Rb | S | lsb);  
  wire inc = round_mode ? inc_nearest_even : 1'b0;
  wire [M:0] mant_round_ext = {1'b0, mant_trunc} + inc;  
  wire mant_carry = mant_round_ext[M];
  wire [M-1:0] mant_round = mant_carry ? mant_round_ext[M:1] : mant_round_ext[M-1:0];  
  reg signed [NEXP+2:0] Ebias_ext;
  reg [NEXP-1:0] Ebias;
  integer sh, i;
  reg [M:0] sr_in, sr_out;  
  reg guard_sub, round_sub, sticky_sub;  
  reg lsb_sub, inc_sub;
  reg [NSIG:0] sub_frac_ext;  
  always @* begin
    y = {W{1'b0}};
    flags_oiu = 3'b000;
    Ebias_ext = E_unb + (mant_carry ? 1 : 0);
    Ebias_ext = Ebias_ext + $signed(BIAS);
    if (Ebias_ext >= $signed({1'b0, {NEXP{1'b1}}})) begin
      y = {yS, {NEXP{1'b1}}, {NSIG{1'b0}}};
      flags_oiu = 3'b101;  
    end
    else if (Ebias_ext <= 0) begin
      sh = 1 - Ebias_ext;
      if (sh < 0) sh = 0;
      if (sh > M + 1) sh = M + 1;  
      sr_in = {1'b0, mant_round};  
      sr_out = sr_in >> sh;
      guard_sub = (sh > 0) ? sr_in[sh - 1] : 1'b0;
      round_sub = (sh > 1) ? sr_in[sh - 2] : 1'b0;
      sticky_sub = 1'b0;
      for (i = 0; i <= M; i = i + 1) begin
        if (i < (sh > 2 ? (sh - 2) : 0)) sticky_sub = sticky_sub | sr_in[i];
      end
      lsb_sub = sr_out[NSIG - 1];
      inc_sub = round_mode ? (guard_sub & (round_sub | sticky_sub | lsb_sub)) : 1'b0;
      sub_frac_ext = {1'b0, sr_out[NSIG - 1:0]} + inc_sub;
      flags_oiu[0] = (G | Rb | S) | inc | guard_sub | round_sub | sticky_sub;
      if (sub_frac_ext[NSIG]) begin
        y = {yS, {{(NEXP - 1){1'b0}}, 1'b1}, {NSIG{1'b0}}};
        flags_oiu[1] = 1'b0;  
      end else begin
        y = {yS, {NEXP{1'b0}}, sub_frac_ext[NSIG - 1:0]};
        if (|sub_frac_ext[NSIG - 1:0])
          flags_oiu[1] = flags_oiu[0];
        else
          flags_oiu[1] = 1'b0;
      end
    end
    else begin
      Ebias = Ebias_ext[NEXP - 1:0];
      y = {yS, Ebias, mant_round[M - 2:0]};
      flags_oiu[0] = (G | Rb | S) | inc;
      flags_oiu[1] = 1'b0;  
    end
  end
endmodule
module unpacker(f,fExp,fSig,fFlags);
  parameter NEXP=5;
  parameter NSIG=10;
  input [NEXP+NSIG:0] f;  
  output reg signed [NEXP+1:0] fExp;  
  output reg [NSIG:0] fSig;  
  output [5:0] fFlags;  
  localparam integer NORMAL=0, SUBNORMAL=1, ZERO=2, INFINITY=3, QNAN=4, SNAN=5;
  localparam integer BIAS=(1<<(NEXP-1))-1;
  localparam integer EMAX=BIAS;
  localparam integer EMIN=1-EMAX;
  wire [NEXP-1:0] e=f[NEXP+NSIG-1:NSIG];
  wire [NSIG-1:0] m=f[NSIG-1:0];
  assign fFlags[SNAN]=(&e)&(|m)&~m[NSIG-1];
  assign fFlags[QNAN]=(&e)&(|m)&m[NSIG-1];
  assign fFlags[INFINITY]=(&e)&~(|m);
  assign fFlags[ZERO]=~(|e)&~(|m);
  assign fFlags[SUBNORMAL]=~(|e)&(|m);
  assign fFlags[NORMAL]=(~&e)&(|e);  
  always @* begin
    if(fFlags[NORMAL]) begin
      fExp=$signed({1'b0,e})-$signed(BIAS);
      fSig={1'b1,m};
    end else if(fFlags[SUBNORMAL]) begin
      fExp=EMIN;
      fSig={1'b0,m};
    end else begin
      fExp='b0;
      fSig={1'b0,m};
    end
  end
endmodule
File: flow/run.sh
#!/bin/bash
# OpenROAD 26Q1-2900-gdf79404cd8, Yosys 0.63+post, stock flow scripts
make -C /OpenROAD-flow-scripts/flow DESIGN_CONFIG=/design/flow/config.mk WORK_HOME=/design/flow/orfs finish
File: flow/config.mk
export PLATFORM = sky130hd
export DESIGN_NAME = fadd_core
export DESIGN_NICKNAME = fadd_core
export VERILOG_FILES = /design/flow/design.v
export SDC_FILE = /design/flow/constraint.sdc
export NUM_CORES = 4
export LEC_CHECK = 1
export CORE_UTILIZATION = 50
File: flow/constraint.sdc
current_design fadd_core

set clk_period 98.1
set clk_io_pct 0.2

create_clock -name clk0 -period $clk_period

set non_clock_inputs [all_inputs -no_clocks]
set_input_delay [expr $clk_period * $clk_io_pct] -clock clk0 $non_clock_inputs
set_output_delay [expr $clk_period * $clk_io_pct] -clock clk0 [all_outputs]
==> summary.rpt <==
====================================================================================
DP Worst Slack ........................................................     31.15 ns
Sum Neg Setup Slack ...................................................         0 ns
Final slew viol count .................................................            0
Global-route wire length before repair ................................    138000 um
Top-area cell type share of the netlist area ..........................       0.0805
Classification of the worst setup path ................................    in -> out
Unrepaired setup endpoints after global routing .......................        false
Critical-path maximum fanout ..........................................           43
Final-layout fill cell count ..........................................         3648
Count of port buffers added during placement ..........................          101
Most used DFF post-synth .............................................. sky130_fd_sc_hd__dlxtn_1
Result of the run ..................................................... finished, final reports clean
Distinct lib cells used ...............................................          108
Max transition margin .................................................        0.266
Routed wire length ....................................................     90700 um
Endpoints left unconstrained ..........................................           28
Number of setup buffers added after CTS ...............................            0
Final Cell Area .......................................................   0.0209 mm2
Layer carrying the most global-route usage ............................         met2
Maximum frequency from static timing analysis .........................     14.7 MHz
Area fraction in compound gates after synthesis .......................        0.398
Shortest clock period the worst path allows after layout ..............     68.08 ns
Peak ir drop on the vdd network .......................................    0.0227 mV
Core Area .............................................................   0.0377 mm2
DR vias/cell ..........................................................         7.25
Placed Area ...........................................................   0.0209 mm2
Final Wtd Congestion ..................................................         1.09
Area fraction in full adders, half adders and majority gates ..........       0.0826
Largest net degree at the start of global routing .....................           69
Register pins left without a clock ....................................           28
Routed via count ......................................................        26200
Synthesized area divided by synthesized cell count ....................     6.20 um2
Met1 Track Usage GR ...................................................        0.625
Cell accounting for the most synthesized area ......................... sky130_fd_sc_hd__ha_1
Flip-flop count of the largest register after layout ..................           28
Row count .............................................................           71
FP Core Util ..........................................................        0.508
Vertical die dimension ................................................       198 um
Layout cell share with drive strength beyond 1 ........................       0.0679
Number of flops mapped to enable cells by yosys .......................            0
Data required time of the critical path ...............................     78.48 ns
Met2 track demand over resource .......................................        0.673
Initial antenna violation count .......................................            0
Static leakage ........................................................      8.22 nW
Longest individual stage delay on the worst path ......................      0.93 ns
Cells taking the most area after synthesis ............................ sky130_fd_sc_hd__ha_1, sky130_fd_sc_hd__nor2_1, sky130_fd_sc_hd__a21oi_1
Mux frac, synth .......................................................       0.0550
Flops out of synthesis ................................................           28
Area of the mapped netlist ............................................   0.0191 mm2
Total die size ........................................................   0.0390 mm2
Detail-routed net length per standard cell ............................      25.1 um
Element type at the critical path end .................................  output port
Commonest non-fill, non-tap cells in the layout ....................... sky130_fd_sc_hd__nor2_1, sky130_fd_sc_hd__nand2_1, sky130_fd_sc_hd__a21oi_1, sky130_fd_sc_hd__o21ai_0, sky130_fd_sc_hd__inv_1
Worst-Margin Slew .....................................................      1.09 ns
Critical path arrival .................................................     48.46 ns
Startpoint type of the worst setup path ...............................    input pin
Total count of hold-check failures in the final report ................            0
Main kind of combinational logic by area .............................. AND-OR/OR-AND gates
Number of diodes ......................................................            0
Cell type group with the largest total delay on the critical path ..... AND-OR/OR-AND gates
Warnings from Yosys ...................................................            3
Placed wire-length estimate ...........................................     72000 um
Top Ports .............................................................          102
Post-route DRC violation count ........................................            0
Utilization after layout ..............................................        0.554
Remaining global-route overflow .......................................            0
Total of hold buffers inserted after clock tree synthesis .............            0
Worst min path class ..................................................    in -> out
Max-Cap Viols .........................................................            0
XOR/XNOR share of the synthesized area ................................       0.0472
CP bufs+invs ..........................................................           10
Yosys cell count ......................................................         3086
Area Overhead vs Synth ................................................        9.17%
Share of flip-flops with an asynchronous set or reset after synthesis .            0
Post-CTS Resized ......................................................            0
Yosys-reported design area after synthesis ............................   0.0191 mm2
Fin worst setup slack .................................................     30.02 ns
Fraction of met3 tracks used by global routing ........................        0.128
Power per cell area ...................................................  36.5 mW/mm2
Slowest library cell on the worst path ................................ sky130_fd_sc_hd__o31ai_1
TritonRoute pass-1 iters ..............................................            9
Synth Area in Simple Gates ............................................        0.326
Final antenna-violating net count .....................................            0
Total power draw ......................................................     0.762 mW
Number of OpenROAD warnings ...........................................           66
Fraction of the cycle the final worst path needs ......................        0.694
Cells after synthesis .................................................         3086
Width of the die ......................................................       198 um
Via count of the first global-routing pass ............................        23100
Top logic cell by instance count in the layout ........................ sky130_fd_sc_hd__nor2_1
Initial DRC Count .....................................................         3635
Total setup violations reported at the end of the flow ................            0
Global router's overall resource usage ................................        0.460
====================================================================================
==> cells by family after synthesis <==
family	count (synthesis)
simple gates	1272
compound gates	1127
buf+inv	337
fa+ha+maj	125
xor+xnor	103
mux	92
latches	28
other cells	2
==> worst min-delay path, cell delays in order <==
cell                              delay [ns]
sky130_fd_sc_hd__clkdlybuf4s50_1        0.45
sky130_fd_sc_hd__mux2i_1                0.14
sky130_fd_sc_hd__o21ai_0                0.10
sky130_fd_sc_hd__clkdlybuf4s50_1        0.41
==> metal layers <==
layer	share of wire	vias up	wire length (um)
met3	0.14	440	13100
met2	0.41	2099	36800
met4	0.061	2	5540
met1	0.39	11900	35200
met5	0.00058	-	53
li1	-	11800	-
==> cells in the mapped netlist, types with 23 or more instances <==
cell and instances:
sky130_fd_sc_hd__nor3_1 121, sky130_fd_sc_hd__a31oi_1 66, sky130_fd_sc_hd__a21oi_1 266, sky130_fd_sc_hd__clkbuf_1 138, sky130_fd_sc_hd__xor2_1 33, sky130_fd_sc_hd__dlxtn_1 28
sky130_fd_sc_hd__o31ai_1 35, sky130_fd_sc_hd__o2111ai_1 24, sky130_fd_sc_hd__a211oi_1 63, sky130_fd_sc_hd__nor4_1 71, sky130_fd_sc_hd__o22ai_1 37, sky130_fd_sc_hd__nand2_1 311
sky130_fd_sc_hd__a21o_1 49, sky130_fd_sc_hd__and3_1 41, sky130_fd_sc_hd__mux2i_1 72, sky130_fd_sc_hd__nor2b_1 26, sky130_fd_sc_hd__nand4_1 54, sky130_fd_sc_hd__xnor2_1 70
sky130_fd_sc_hd__o21a_1 29, sky130_fd_sc_hd__nor2_1 362, sky130_fd_sc_hd__buf_2 24, sky130_fd_sc_hd__nand3_1 115, sky130_fd_sc_hd__or3_1 23, sky130_fd_sc_hd__o211ai_1 59
sky130_fd_sc_hd__nand2b_1 23, sky130_fd_sc_hd__ha_1 123, sky130_fd_sc_hd__inv_1 141, sky130_fd_sc_hd__buf_1 23, sky130_fd_sc_hd__and2_1 26, sky130_fd_sc_hd__o21ai_0 202
==> where the power goes <==
group	switching (mW)	total (mW)	internal, mW
clock	0	0	0
combinational	0.507	0.759	0.252
sequential	0.0000741	0.00237	0.00229
total	0.507	0.762	0.254
==> cell type report <==
class	instances	area, um2	share of cell area
Inverter	147	552	0.0264
Multi-Input combinational cell	2726	17500	0.836
Sequential cell	28	420	0.0201
Tap cell	511	639	0.0306
Timing Repair Buffer	207	1810	0.0865
==> worst paths after layout <==
check                  from        to  slack (ns)  cells after the start
worst max-delay path  b[27]  flags[1]       30.02                    105
worst min-delay path  b[31]     y[31]       40.34                      4
==> metrics by stage <==
step / std cells / hold slack (ns)
after floorplan: 3091 / 39.27
after global placement: 3619 / 40.35
after detailed placement: 3619 / 40.31
after CTS: 3619 / 40.33
after global routing: 3619 / 40.44
final: 3619 / 40.34
Power figures rest on the tool's default switching activity, not on a simulated workload.
